File: design/flow/config.mk
export PLATFORM = sky130hd
export DESIGN_NAME = Multiplexer_5
export DESIGN_NICKNAME = Multiplexer_5
export VERILOG_FILES = /design/flow/design.v
export SDC_FILE = /design/flow/constraint.sdc
export NUM_CORES = 4
export LEC_CHECK = 1
export CORE_AREA = 10 10 70 70
export DIE_AREA = 0 0 80 80
export SYNTH_HDL_FRONTEND = slang
File: design/flow/constraint.sdc
current_design Multiplexer_5

set clk_period 1.0
set clk_io_pct 0.2

create_clock -name clk0 -period $clk_period

set non_clock_inputs [all_inputs -no_clocks]
set_input_delay [expr $clk_period * $clk_io_pct] -clock clk0 $non_clock_inputs
set_output_delay [expr $clk_period * $clk_io_pct] -clock clk0 [all_outputs]
File: design/flow/design.v
`timescale 1ns / 1ps
module Multiplexer_5( input [31:0] Multiplexer_Instruction, 
							 input [31:0] Jump_Instruction,
							 input Jump_Control,
							 output [31:0] New_PC
							 );
reg [31:0] temp;
	always @(*) begin
		case (Jump_Control) 
			0: temp <= Multiplexer_Instruction;
			1: temp <= Jump_Instruction;
		endcase 
	end
	assign New_PC = temp;
endmodule
File: design/flow/run.sh
#!/bin/bash
# OpenROAD 26Q1-2900-gdf79404cd8, Yosys 0.63+post, stock flow scripts
make -C /OpenROAD-flow-scripts/flow DESIGN_CONFIG=/design/flow/config.mk WORK_HOME=/design/flow/orfs finish
==> run notes <==
Latest figures from synthesis and place and route.

The mapped netlist covers 544 sq um. The horizontal extent of the die is 80 um. The ratio of final minimum period to clock period is 116%.

The transition time of the tightest slew-check pin is 0.109 ns. The worst setup path is captured at an output pin. The initial antenna violation count is 0.

Across all layers, the routed design uses 683 vias. The first global-routing pass estimated 3930 um of wire. Data on the critical path is required at its endpoint by 0.80 ns. In this run, the synthesized area fraction spent on adder and majority cells is recorded as 0%. The total half-perimeter wirelength after legalization and detailed placement is 2380 um. The count of final hold-check violations is 0.

The core utilization at floorplan is 15.9%. The type of the worst setup path is input port to output pin. The total routing resource utilization after global routing is 7.50%. By instance count after routing, the leading logic cell types are sky130_fd_sc_hd__dlygate4sd2_1, sky130_fd_sc_hd__mux2_4, sky130_fd_sc_hd__buf_6, sky130_fd_sc_hd__buf_2, sky130_fd_sc_hd__clkdlybuf4s50_1. The detail route stage leaves a number of antenna-violating nets equal to 0.

The detailed-route wire length per cell is 14.7 um. The mean cell area of the mapped netlist is 15.1 sq um. In this run the power density over the cells is 389 nW/um^2.

Across all setup checks in the final design, the least slack found is -0.164 ns. Counting I/O delays and the setup requirement, the final critical path takes 1.16 ns. Registers take 0 sq um. Per Yosys stat, the portion of area used by sequential elements is 0%. Yosys shows that the main logic family after synthesis is multiplexers. The post-placement cell area is 1520 sq um. The number of cells reported by Yosys stat comes to 36.

The number of slew-limit violations in the final report is 0. The violation count after the first detailed-route iteration is 1. The worst-case IR drop observed on VDD is 0.160 mV.

The share of synthesized cell area in and-or and or-and compound cells is 0%. The number of design rule violations left after detail routing is 0. Max fanout on the critical path was recorded as 4.

The routed wire length is 2660 um. The tool warning count for the run is 34. The iteration tally of the first detailed-router pass is 2. In this run, the synthesized area fraction spent on xor and xnor cells is recorded as 0%. The worst setup path is launched from an input port. The logic area is 480 sq um. The aggregate negative setup slack is -2.99 ns. The leftover overflow at the end of global routing is 0.

Buffers placed on the I/O ports in this run total 97. The vias per cell is 3.77. The count of clock buffers in the final design is 0. In the final layout, the share of cells above drive strength 1 is 52.6%. For the completed layout, the total cell area is recorded as 1530 sq um. The tightest min-delay check is of the input port to output pin type.

The flow ran to the end, but the final reports show violations. The number of global-route vias before repair came to 726. The area reported by Yosys stat is 544 sq um. The checks that failed: negative setup slack. The arrival time at the worst endpoint is 0.96 ns. The die area is 6400 sq um. The simple-gate share of the synthesized area is 0%. In this run the count of I/O pins placed on the die edge is 97. Counting the warning lines in the Yosys log gives 0. Counting only logic cells after layout, the most numerous master is sky130_fd_sc_hd__dlygate4sd2_1. The gate count after technology mapping is 36. Checking max transition, the worst relative margin is 92.7%. In this run the maximum-capacitance check reported violations numbering 0. Counting the fill cells in the layout gives 362.

The weighted congestion at the end of routability-driven global placement is 0.755. The static power due to leakage is 0.000842 uW. Summing all multiplexer cells gives an area fraction of 86.9%. The final sequential cell count is 0. The initialized floorplan defines 21 standard-cell rows. The count of cell types in the netlist is 4.

The vertical die dimension is 80 um. Setup repair after global routing could not meet its margin everywhere. Derived from the worst setup path, the maximum achievable clock frequency is 0.859 GHz. The core box area is 3420 sq um. The antenna diode count is 0.

The number of setup violations in the final report is 32. The largest net degree at the start of global routing is 12. The area overhead of the layout relative to synthesis is 182%.
-- timing repair --
item	CTS	global route
hold buffers	0	0
gates resized	185	9
buffers inserted	3	0
gates cloned	1	0
setup endpoints to repair	32	32
-- Yosys cell counts --
cell                     number  area [sq um]
sky130_fd_sc_hd__mux2_4      30           450
sky130_fd_sc_hd__buf_12       3          60.1
sky130_fd_sc_hd__buf_6        1          11.3
sky130_fd_sc_hd__mux2_2       2          22.5
-- report_power, final --
group,internal (uW),total [uW],switching (uW)
sequential,0,0,0
combinational,467,596,129
clock,0,0,0
total,467,596,129
-- cells by family (layout without fill, tap and decap cells) --
family   Yosys count  in the layout
mux               32             32
buf+inv            4            103
-- through the flow --
step	setup slack (ns)	instances	hold slack (ns)	power, uW	utilization [%]
5_1_grt	-0.186	181	0.715	641	44.9
3_3_place_gp	-0.493	177	1.35	648	44.6
2_1_floorplan	0.0669	36	0.498	206	-
3_5_place_dp	-0.496	177	1.35	651	44.6
6_report	-0.164	181	0.695	596	44.9
4_1_cts	-0.169	181	0.800	584	43.5
-- area by class of cell --
class	instances	share of cell area [%]
multi-input combinational	32	31.3
timing repair buffer	103	64.9
tap	46	3.76
-- worst paths after layout --
| kind | depth (start not counted) | slack [ns] | start | end |
|---|---|---|---|---|
| setup / recovery | 5 | -0.16 | Jump_Control | New_PC[12] |
| hold / removal | 3 | 0.70 | Jump_Instruction[29] | New_PC[29] |
-- worst max-delay path: stages --
cell	delay [ns]
sky130_fd_sc_hd__buf_12	0.11
sky130_fd_sc_hd__buf_12	0.12
sky130_fd_sc_hd__buf_8	0.12
sky130_fd_sc_hd__mux2_4	0.29
sky130_fd_sc_hd__buf_6	0.11
-- metal layers --
layer	part of all wire [%]	GRT usage, %	vias to the layer above
li1	-	-	337
met1	38	8.57	295
met2	50	13.6	51
met3	12	2.84	0
met4	0	0	0
met5	0	0	-
Power figures rest on the tool's default switching activity, not on a simulated workload.
